**flow/config.mk**
```make
export PLATFORM = sky130hd
export DESIGN_NAME = seqdetect
export DESIGN_NICKNAME = seqdetect
export VERILOG_FILES = /design/flow/design.v
export SDC_FILE = /design/flow/constraint.sdc
export NUM_CORES = 4
export LEC_CHECK = 1
export CORE_AREA = 10 10 70 70
export DIE_AREA = 0 0 80 80
```
**flow/constraint.sdc**
```tcl
current_design seqdetect

set clk_period 1.2
set clk_io_pct 0.2

create_clock -name clk0 -period $clk_period [get_ports {clk}]

set non_clock_inputs [all_inputs -no_clocks]
set_input_delay [expr $clk_period * $clk_io_pct] -clock clk0 $non_clock_inputs
set_output_delay [expr $clk_period * $clk_io_pct] -clock clk0 [all_outputs]
```
**flow/design.v**
```verilog
`timescale 1ns/1ps
module seqdetect (
input   din,
input   clk,
input   rst,
output  reg flag
);
enum shortint unsigned {
S0 = 16'b0000000000000001,
S1 = 16'b0000000000000010,
S2 = 16'b0000000000000100,
S3 = 16'b0000000000001000,
S4 = 16'b0000000000010000,
S5 = 16'b0000000000100000,
S6 = 16'b0000000001000000,
S7 = 16'b0000000010000000,
S8 = 16'b0000000100000000
} current_state, next_state;
reg flag_rom;
always@(current_state or din)
begin
next_state <= S0;
case (current_state)
    S0: begin   
          flag_rom <= 0;
	      if (din == 1'b0)
            next_state <= S1;
          else
            next_state <= S0;
        end        
    S1: begin   
          flag_rom <= 0;
          if (din == 1'b0)
            next_state <= S2;
          else
            next_state <= S0;
        end        
    S2: begin   
          flag_rom <= 0;
          if (din == 1'b1)
            next_state <= S3;
          else   
            next_state <= S2;
        end      
    S3: begin   
          flag_rom <= 0;
          if (din == 1'b1)
            next_state <= S4;
          else
            next_state <= S1;
        end       
    S4: begin   
          flag_rom <= 0;
          if (din == 1'b1)
            next_state <= S5;
          else
            next_state <= S1;
        end        
    S5: begin   
          flag_rom <= 0;
          if (din == 1'b1)
            next_state <= S6;
          else
            next_state <= S1;
        end                  
    S6: begin   
          flag_rom <= 0;
          if (din == 1'b0)
            next_state <= S7;
          else
            next_state <= S0;
        end                   
    S7: begin   
          if (din == 1'b0) begin    
	        flag_rom <= 1;          
            next_state <= S8;
          end
	      else begin
            flag_rom <= 0;
	        next_state <= S0;
	      end
        end
    S8: begin  
          flag_rom <= 1;            
	      if (din == 1'b0)          
            next_state <= S2;
          else                      
            next_state <= S3;
	    end
	default: next_state <= S0;
endcase
end
always@(posedge clk or posedge rst) begin
  if (rst) begin
    current_state <= S0;
    flag <= 0;
  end
  else begin
    current_state <= next_state;
    flag <= flag_rom;
  end
end
endmodule
```
**flow/run.sh**
```bash
#!/bin/bash
# OpenROAD 26Q1-2900-gdf79404cd8, Yosys 0.63+post, stock flow scripts
make -C /OpenROAD-flow-scripts/flow DESIGN_CONFIG=/design/flow/config.mk WORK_HOME=/design/flow/orfs finish
```
==> GITHUB_STEP_SUMMARY <==
## PnR job results

| Metric | Value |
|---|---|
| Grt ovf | `0` |
| Insertion Delay late pin | `260 ps` |
| Worst Path Max Fanout | `1` |
| Mean Syn Cell Area | `between 10 and 15 µm²` |
| Crit path kind | `flip-flop to output port` |
| IO Pins | `4` |
| Biggest area cells | `dfrtp_1, dfstp_2, nor4b_4` |
| Max Root-Sink Buffers | `2` |
| Distinct lib cells | `14` |
| Area grow syn2layout | `32.3%` |
| Compound-Gate Fraction of Synth Area | `0.0396` |
| Worst path top cell family by delay | `flip-flops` |
| Routed wire length | `534 µm` |
| GRT Util Overall | `0.0173` |
| Top cell type's share of synthesized area | `0.594` |
| Overall Power | `approximately 0.73 mW` |
| Pins Over Slew Limit | `0` |
| Synthesized flop and latch total | `11` |
| Largest logic family | `simple AND/OR/NAND/NOR gates` |
| Critical Path End Type | `output port` |
| Max cap viols | `0` |
| Die height | `approximately 80 µm` |
| Clock skew | `about 4.1 ps` |
| Place WS | `82.8 ps` |
| # rows | `21` |
| Rel. slew slack | `0.705` |
| Mapped cell area | `roughly 380 µm²` |
| Actual slew at the worst max-slew pin | `438 ps` |
| Buf/Inv on CP | `1` |
| Status | `finished clean` |
| Crit path from | `flag$_DFF_PP0_` |
| Leakage | `0.237 nW` |
| Initial drt markers | `2` |
| Yosys simple share | `0.248` |
| VDD IR max | `between 300 and 400 µV` |
| Synthesis warning total | `1` |
| First-pass GRT wire length | `a little under 900 µm` |
| Fin crit share | `0.902` |
| Worst EP required | `between 900 and 1000 ps` |
| Share of post-route cells with drive strength above 1 | `0.273` |
| WL per Instance | `roughly 6.8 µm` |
| Core area | `3420 µm²` |
| Critical path launch point type | `flip-flop` |
| Largest net degree at the start of global routing | `11` |
| Vias | `roughly 210` |
| Tool warnings | `25` |
| Worst hold path type | `input pin to asynchronous set/reset pin` |
| Vias in the first global route | `~220` |
| Initial antenna violation count | `0` |
| Gate Count Post-Synth | `26` |
| Mux frac, synth | `0` |
| Endpoints left unconstrained | `2` |
| PD cells | `~1500 nW/µm²` |
| CTS H-tree lvls | `1` |
| Number of buffers created by CTS | `3` |
| Final hold vios | `0` |
| Worst-path cell chain | `dlygate4sd2_1` |
| Highest clock rate | `924 MHz` |
| Crit path time final | `~1100 ps` |
| Worst path max stage delay | `between 300 and 400 ps` |
| Dominant logic cell type in the layout | `dfrtp_1` |
| DR pass1 iterations | `2` |
| Ys cells | `26` |
| Adder Share, Synth | `0` |
| XOR Share, Synth | `0` |
| DRC Markers | `0` |
| Clk root buf | `clkbuf_4` |
| CTS tree | `done` |
| Register pins left without a clock | `1` |
| Via density per instance | `2.61` |
| Most frequent cells in the layout | `dfrtp_1, and2_1, clkbuf_4` |
| Final setup fails | `0` |
| # diodes | `0` |
| Critical Path AT | `~840 ps` |
| Post-Route Setup TNS | `0 ps` |
| Routability cong. | `0.749` |
| Yosys stat area | `379 µm²` |
| RSZ-0062 raised after global routing | `false` |
| DIE AREA | `around 6400 µm²` |
| Worst r2r src | `current_state[4]$_DFF_PP0_` |
| Hold bufs inserted after CTS | `0` |
| Final worst slack | `between 100 and 150 ps` |
| FP Util | `0.111` |
| Clk pin slew, worst setup/hold paths | `~60 ps` |
| Area leader, netlist | `dfrtp_1` |
| CP max-delay cell | `dfrtp_1` |
| Die width | `about 80 µm` |
| IO Port Bufs | `3` |
| Post-DRT Antenna Nets | `0` |
==> registers in the layout, indices dropped and copies added (netlist names) <==
| signal | cells |
|---|---|
| flag_rom | 1 |
| flag | 1 |
| current_state | 9 |
==> path summary, 6_finish.rpt <==
| check | to | slack (ps) | cells past startpoint |
|---|---|---|---|
| worst max register to register | current_state[8]$_DFF_PP0_ | 160 | 2 |
| worst min-delay path | current_state[4]$_DFF_PP0_ | 250 | 2 |
| max in group asynchronous | current_state[0]$_DFF_PP1_ | 650 | 2 |
| worst min register to register | current_state[4]$_DFF_PP0_ | 490 | 1 |
| worst max-delay path | flag | 120 | 1 |
| min in group clk0 | current_state[4]$_DFF_PP0_ | 490 | 1 |
==> per-stage QoR <==
step | util | hold WS [ps] | std cells | area (µm²)
2_1_floorplan | - | 79.5 | 26 | 379
3_3_place_gp | 0.137 | 468 | 75 | 467
3_5_place_dp | 0.137 | 486 | 75 | 467
4_1_cts | 0.147 | 252 | 79 | 502
5_1_grt | 0.147 | 272 | 79 | 502
6_report | 0.147 | 247 | 79 | 502
==> synth_stat cells <==
master   number
nor2_1        2
nor4_1        1
or2_2         1
nor3_1        1
dfstp_2       1
o21a_1        2
inv_1         1
nor2b_2       1
dlxtn_1       1
nor2b_1       1
and2_1        3
or3_4         1
dfrtp_1       9
nor4b_4       1
==> cell type report <==
class | instances | area [µm²]
repair buffers | 3 | 28.8
fillers | 386 | 2910
clock buffers | 4 | 36.3
well taps | 46 | 57.6
multi-input cells | 14 | 109
flip-flops and latches | 11 | 267
inverters | 1 | 3.75
==> cells by family after synthesis <==
kind of cell,after synthesis
latches,1
flops,10
buf+inv,1
compound gates,2
simple gates,12
==> per-layer routing <==
| metal | vias to the layer above | track usage | share of wire |
|---|---|---|---|
| met5 | - | 0 | 0 |
| met4 | 0 | 0.00352 | 0 |
| met3 | 0 | 0.0148 | 0.13 |
| met2 | 8 | 0.0257 | 0.44 |
| met1 | 100 | 0.0184 | 0.43 |
| li1 | 98 | - | - |
==> timing repair <==
item | CTS | global route
setup buffers | 0 | 0
endpoints found under the setup margin | 1 | 0
gates resized | 1 | 0
==> power breakdown <==
part	leakage (nW)	internal [mW]	switching [mW]
Sequential	0.143	0.362	0.00974
Clock	0.0210	0.184	0.106
Combinational	0.0729	0.0395	0.0285
Power figures rest on the tool's default switching activity, not on a simulated workload.
